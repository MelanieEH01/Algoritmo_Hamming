==> design/flow/design.v <==
module bin4_to_7seg_sec(
    input  logic [3:0] data_corrected,    
    output logic [6:0] seg               
);
    assign seg = (data_corrected == 4'b0000) ? 7'b1000000 :  
                 (data_corrected == 4'b0001) ? 7'b1111001 :  
                 (data_corrected == 4'b0010) ? 7'b0100100 :  
                 (data_corrected == 4'b0011) ? 7'b0110000 :  
                 (data_corrected == 4'b0100) ? 7'b0011001 :  
                 (data_corrected == 4'b0101) ? 7'b0010010 :  
                 (data_corrected == 4'b0110) ? 7'b0000010 :  
                 (data_corrected == 4'b0111) ? 7'b1111000 :  
                 (data_corrected == 4'b1000) ? 7'b0000000 :  
                 (data_corrected == 4'b1001) ? 7'b0010000 :  
                 (data_corrected == 4'b1010) ? 7'b0001000 :  
                 (data_corrected == 4'b1011) ? 7'b0000011 :  
                 (data_corrected == 4'b1100) ? 7'b1000110 :  
                 (data_corrected == 4'b1101) ? 7'b0100001 :  
                 (data_corrected == 4'b1110) ? 7'b0000110 :  
                 (data_corrected == 4'b1111) ? 7'b0001110 :  
                 7'b1111111;   
endmodule
module display_mux(
    input  logic       btn,       
    input  logic [3:0] data_corrected,       
    input  logic [2:0] sindrome,       
    output logic [6:0] seg,       
    output logic [1:0] an         
);
    logic [6:0] seg_data;   
    logic [6:0] seg_sin;   
    sindrome_to_7seg sindrome_to_7seg_inst(
        .sindrome(sindrome),
        .seg(seg_sin)
    );
    bin4_to_7seg_sec bin4_to_7seg_sec_inst(
        .data_corrected(data_corrected),
        .seg(seg_data)
    );
    assign seg = btn ? seg_sin : seg_data;        
    assign an = btn ? 2'b10 : 2'b01;         
endmodule
module module_decoder(
    input logic [6:0] switch_error,        
    output logic [2:0] parity_error      
    );
    logic c0_err, c1_err, c2_err;	 
    assign c0_err = switch_error[6] ^ switch_error[4] ^ switch_error[2] ^ switch_error[0];
    assign c1_err = switch_error[6] ^ switch_error[5] ^ switch_error[2] ^ switch_error[1];
    assign c2_err = switch_error[6] ^ switch_error[5] ^ switch_error[4] ^ switch_error[3];
    assign parity_error = {c2_err, c1_err, c0_err};   
endmodule
module module_encoder(
    input logic [3:0] switch_input,          
    output logic [2:0] parity_original      
    );
    logic i0, i1, i2, i3;
    assign {i3, i2, i1, i0} = switch_input;
    logic c0, c1, c2;
    assign c0 = i3 ^ i1 ^ i0;  
    assign c1 = i3 ^ i2 ^ i0;  
    assign c2 = i3 ^ i2 ^ i1;  
    logic [6:0] encoded_word;
    assign encoded_word = {i3,i2,i1,c2,i0,c1,c0};
    logic c0_calc, c1_calc, c2_calc;
    assign c0_calc = i3 ^ i1 ^ i0 ^ c0;
    assign c1_calc = i3 ^ i2 ^ i0 ^ c1;
    assign c2_calc = i3 ^ i2 ^ i1 ^ c2;
    assign parity_original = {c2_calc, c1_calc, c0_calc};
endmodule
module module_error_correction(
    input  logic [6:0] switch_error,         
    input  logic [2:0] sindrome,           
    output logic [3:0] data_corrected      
);
    logic i0, i1, i2, i3;
    assign i0 = switch_error[2];   
    assign i1 = switch_error[4];   
    assign i2 = switch_error[5];   
    assign i3 = switch_error[6];   
    logic sindrome_i0;
    assign sindrome_i0 = ~sindrome[2] & sindrome[1] & sindrome[0];
    logic sindrome_i1;
    assign sindrome_i1 = sindrome[2] & ~sindrome[1] & sindrome[0];
    logic sindrome_i2;
    assign sindrome_i2 = sindrome[2] & sindrome[1] & ~sindrome[0];
    logic sindrome_i3;
    assign sindrome_i3 = sindrome[2] & sindrome[1] & sindrome[0];
    logic i0_corrected;
    assign i0_corrected = i0 ^ sindrome_i0;
    logic i1_corrected;
    assign i1_corrected = i1 ^ sindrome_i1;
    logic i2_corrected;
    assign i2_corrected = i2 ^ sindrome_i2;
    logic i3_corrected;
    assign i3_corrected = i3 ^ sindrome_i3;
    assign data_corrected = {i3_corrected, i2_corrected, i1_corrected, i0_corrected};
endmodule
module module_error_detection(
    input  logic [2:0] parity_original,   
    input  logic [2:0] parity_error,      
    output logic [2:0] sindrome          
);
    assign sindrome = parity_original ^ parity_error;
endmodule
module module_led_display(
    input  logic [3:0] data_corrected,          
    output logic [3:0] led                
    );
    assign led = ~data_corrected;
endmodule
module sindrome_to_7seg(
    input  logic [2:0] sindrome,    
    output logic [6:0] seg     
);
    assign seg = (sindrome == 3'b000) ? 7'b1000000 :  
                 (sindrome == 3'b001) ? 7'b1111001 :  
                 (sindrome == 3'b010) ? 7'b0100100 :  
                 (sindrome == 3'b011) ? 7'b0110000 :  
                 (sindrome == 3'b100) ? 7'b0011001 :  
                 (sindrome == 3'b101) ? 7'b0010010 :  
                 (sindrome == 3'b110) ? 7'b0000010 :  
                 (sindrome == 3'b111) ? 7'b1111000 :  
                7'b1111111;   
endmodule
module top_module(
    input  logic [3:0] swi_word_tx,   
    input  logic [6:0] swi_word_rx,   
    input  logic       btn,           
    output logic [3:0] led,           
    output logic [6:0] seg,           
    output logic [1:0] anodo          
    );
    logic [2:0] parity_original;
    logic [2:0] parity_error;          
    logic [2:0] sindrome;                                       
    logic [3:0] data_corrected;
    module_encoder encoder_inst(
        .switch_input(swi_word_tx),    
        .parity_original(parity_original)      
    );
    module_decoder decoder_inst(
        .switch_error(swi_word_rx),    
        .parity_error(parity_error)      
    );
    module_error_detection error_detection_inst(
        .parity_original(parity_original),  
        .parity_error(parity_error), 
        .sindrome(sindrome)                          
    );
    module_error_correction error_correction_inst(
        .switch_error(swi_word_rx),
        .sindrome(sindrome),        
        .data_corrected(data_corrected)      
    );
    module_led_display led_display_inst(
        .data_corrected(data_corrected),   
        .led(led)               
    );
    display_mux display_mux_inst(
        .btn(btn),               
        .data_corrected(data_corrected),    
        .sindrome(sindrome),          
        .seg(seg),               
        .an(anodo)               
    );
endmodule
==> design/flow/run.sh <==
#!/bin/bash
# OpenROAD 26Q1-2900-gdf79404cd8, Yosys 0.63+post, stock flow scripts
make -C /OpenROAD-flow-scripts/flow DESIGN_CONFIG=/design/flow/config.mk WORK_HOME=/design/flow/orfs finish
==> design/flow/config.mk <==
export PLATFORM = sky130hd
export DESIGN_NAME = top_module
export DESIGN_NICKNAME = top_module
export VERILOG_FILES = /design/flow/design.v
export SDC_FILE = /design/flow/constraint.sdc
export NUM_CORES = 4
export LEC_CHECK = 1
export CORE_AREA = 10 10 70 70
export DIE_AREA = 0 0 80 80
==> design/flow/constraint.sdc <==
current_design top_module

set clk_period 3.9
set clk_io_pct 0.2

create_clock -name clk0 -period $clk_period

set non_clock_inputs [all_inputs -no_clocks]
set_input_delay [expr $clk_period * $clk_io_pct] -clock clk0 $non_clock_inputs
set_output_delay [expr $clk_period * $clk_io_pct] -clock clk0 [all_outputs]
==> ci_impl_report.md <==
## Implementation flow summary

| Metric | Value |
|---|---|
| Area delta synth->final | 56.10% |
| Core area | 0.003416 mm² |
| Power density over the cells | 189.9 mW/mm² |
| Max-slew violations | 0 |
| YS chip area | 0.001662 mm² |
| Hpwl dp | 4771 µm |
| Flop area | 0 µm² |
| Startpoint Class | input pin |
| Synth area leaders | xnor2_1 (9.0%), a21oi_1 (7.5%), o21ai_0 (5.7%) |
| Fin crit period | 3.785 ns |
| Vias per Instance | 5.977 |
| Critical path fanouts, max | 9 |
| Buffers on Ports | 21 |
| Via Count | 2,307 |
| RSZ-0062 raised after global routing | false |
| Tot Pwr | 0.4927 mW |
| Clock buffers | 0 |
| Wire per inst | 16.41 µm |
| Router iterations before antenna repair | 5 |
| Remaining Overflow, GRT | 0 |
| Buf+Inv Stages, Crit Path | 4 |
| Initial antenna violation count | 0 |
| Dominant cell area share | 8.961% |
| Cells after Synth | 257 |
| Grt met3 use | 2.500% |
| Max Freq | 0.2642 GHz |
| Critical path's most frequent cell | buf_6 |
| Post-synth top area cell | xnor2_1 |
| DRC viols | 0 |
| CP required | 3.12 ns |
| Total Wirelength | 6336 µm |
| Mapped Area | 0.001662 mm² |
| CTS Hold Bufs | 0 |
| Die Y | 80 µm |
| Post-route ant nets | 0 |
| Dpl cells | 380 |
| M2 GR Usage | 32.34% |
| Arrival time at the worst endpoint | 3.00 ns |
| Yosys Warn Count | 0 |
| Status | completed |
| First-pass GRT wire length | 10,480 µm |
| Final period util | 97.05% |
| Flops | 0 |
| Starting density of the core | 48.64% |
| Tool warnings | 36 |
| M1 GR Usage | 27.33% |
| WP depth | 10 |
| Worst IR Drop VDD | 0.1099 mV |
| Setup CP Type | input pin to primary output |
| Design area | 0.002594 mm² |
| Leak | 1.094 nW |
| GRT busiest layer | met2 |
| Final Hold Fails | 0 |
| Fraction of layout cells with a size suffix above 1 | 35.29% |
| Max_slew headroom | 69.53% |
| Worst Setup EP | seg[5] |
| Synth cell types | 60 |
| Final std cells w/o fill | 386 |
| Die ar. | 0.006400 mm² |
| Crit end category | primary output |
| CP max stage cell | clkdlybuf4s50_1 |
| Delay-heaviest family, CP | buffers and inverters |
| Initial drt markers | 260 |
| CP max stage delay | 0.45 ns |
| Gr usage total | 19.76% |
| Largest net degree at the start of global routing | 21 |
| Die x size | 80 µm |
| Dpl cell area | 0.002430 mm² |
| Worst Hold Class | input pin to primary output |
| Final setup fails | 0 |
| Worst-Margin Slew | 0.4538 ns |
| Number of I/O pins | 25 |
| Syn_area_per_cell | 6.465 µm² |
| Vias in the first global route | 2,116 |
| GP Congestion | 1.036 |
| Yosys stat cell total | 257 |
| Worst hold slack | 2.571 ns |
| Hold depth | 3 |
| Num rows | 21 |
| Share of the core filled with cells | 75.93% |
| Crit path cell chain | dlygate4sd2_1 > buf_6 > xor2_2 > buf_6 > nand2_1 > o311a_1 > a22oi_4 > o2111a_1 > a211o_1 > clkdlybuf4s50_1 |
| Antenna cells | 0 |
| MaxCap Viol Count | 0 |
| Worst setup startpoint | swi_word_rx[0] |
| Register share after synthesis | 0% |
==> cells in the final DEF (no fill, tap or decap), types with 5 or more instances in the layout <==
master | Yosys | routed
nor3_1 | 7 | 7
xnor2_1 | 17 | 11
xnor2_2 | 4 | 8
a31oi_1 | 8 | 8
buf_4 | 3 | 81
nor2_1 | 21 | 21
nand3_1 | 12 | 12
buf_6 | 2 | 6
nand2_1 | 21 | 21
a21oi_1 | 25 | 25
clkdlybuf4s50_1 | 0 | 14
o21ai_0 | 19 | 18
dlygate4sd2_1 | 0 | 6
o21ai_1 | 5 | 5
o22ai_1 | 5 | 5
==> cell usage after synthesis, drive strengths merged, types with 5 or more instances <==
master / number
a21oi: 25
o21ai: 24
nand2: 22
nor2: 21
xnor2: 21
buf: 16
clkbuf: 12
nand3: 12
a31oi: 8
nor3: 8
xor2: 8
o22ai: 5
==> metrics by stage <==
stage / setup slack [ns] / setup TNS, ns
final: 0.1151 / 0
after global routing: 0.006579 / 0
after CTS: 0.01010 / 0
after detailed placement: -0.2754 / -1.205
after global placement: -0.2802 / -1.185
after floorplan: 0.8276 / 0
==> per-layer routing <==
metal | wire length (µm) | vias to the layer above
li1 | - | 1134
met1 | 2728 | 1041
met2 | 2940 | 117
met3 | 550 | 15
met4 | 116 | 0
met5 | 0 | -
==> kinds of logic (layout without fill, tap and decap cells) <==
| group | after synthesis | count (layout) | share of synthesized area (%) |
|---|---|---|---|
| buffers and inverters | 33 | 116 | 9.713 |
| AOI/OAI and AO/OA | 103 | 103 | 42.09 |
| muxes | 2 | 2 | 1.280 |
| and+or+nand+nor | 90 | 90 | 27.79 |
| xor gates and xnor gates | 29 | 29 | 19.13 |
==> cell type report <==
cell class,instances,area (µm²)
repair buffers,111,903.4
well taps,46,57.56
fillers,268,822.0
inverters,5,22.52
multi-input cells,224,1610
==> power by group <==
group | internal, mW | switching, mW
clock | 0 | 0
sequential | 0 | 0
combinational | 0.260 | 0.232
total | 0.260 | 0.232
==> worst min path at each step <==
stage / from / endpoint / slack [ns]
4_1_cts: btn / anodo[1] / 2.58
5_1_grt: btn / anodo[1] / 2.59
6_report: btn / anodo[1] / 2.57
==> repair_timing <==
item | in CTS | in global routing
setup endpoints to repair | 7 | 7
gates resized | 30 | 4
gates cloned | 2 | 0
setup buffers | 4 | 0
pin swaps | 8 | 0
No activity file was given, so power comes from the tool's default toggle rates.
